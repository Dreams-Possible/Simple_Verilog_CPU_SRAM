==> flow/design.v <==
module mem
(
    input wire sys_clk,
    input wire sys_rst,
    input wire sys_ctr, 
    input wire sys_io, 
    output reg sys_done, 
    input wire[31:0]sys_data_addr, 
    output reg[31:0]sys_data_rd, 
    input wire[31:0]sys_data_sv 
);
parameter[1:0]MOD_STATE_WORK=1;
parameter[1:0]MOD_STATE_DONE=2;
reg[1:0]mod_state;
reg[31:0]mod_reg[0:31];
always@(posedge sys_clk or negedge sys_rst)
begin
    if(!sys_rst)
    begin
        mod_reg[0]<=0;
        mod_reg[1]<=0;
        mod_reg[2]<=0;
        mod_reg[3]<=0;
        mod_reg[4]<=0;
        mod_reg[5]<=0;
        mod_reg[6]<=0;
        mod_reg[7]<=0;
        mod_reg[8]<=0;
        mod_reg[9]<=0;
        mod_reg[10]<=0;
        mod_reg[11]<=0;
        mod_reg[12]<=0;
        mod_reg[13]<=0;
        mod_reg[14]<=0;
        mod_reg[15]<=0;
        mod_reg[16]<=0;
        mod_reg[17]<=0;
        mod_reg[18]<=0;
        mod_reg[19]<=0;
        mod_reg[20]<=0;
        mod_reg[21]<=0;
        mod_reg[22]<=0;
        mod_reg[23]<=0;
        mod_reg[24]<=0;
        mod_reg[25]<=0;
        mod_reg[26]<=0;
        mod_reg[27]<=0;
        mod_reg[28]<=0;
        mod_reg[29]<=0;
        mod_reg[30]<=0;
        mod_reg[31]<=0;
        mod_state<=MOD_STATE_DONE;
        sys_data_rd<=0;
        sys_done<=1;
    end
    else
    begin
        case(mod_state)
            MOD_STATE_DONE:
            begin
                mod_state<=MOD_STATE_DONE;
            end
            MOD_STATE_WORK:
            begin
                case(sys_io)
                    0:
                    begin
                        mod_reg[sys_data_addr]<=sys_data_sv;
                    end
                    1:
                    begin
                        sys_data_rd<=mod_reg[sys_data_addr];
                    end
                endcase
                mod_state<=MOD_STATE_DONE;
            end
            default:
            begin
                mod_state<=MOD_STATE_DONE;
            end
        endcase
    end
end
always@(posedge sys_ctr)
begin
    mod_state<=MOD_STATE_WORK;
end
always@(*)
begin
    if(mod_state==MOD_STATE_DONE)
    begin
        sys_done=1;
    end
    else
    begin
        sys_done=0;
    end
end
endmodule
==> flow/run.sh <==
#!/bin/bash
# OpenROAD 26Q1-2900-gdf79404cd8, Yosys 0.63+post, stock flow scripts
make -C /OpenROAD-flow-scripts/flow DESIGN_CONFIG=/design/flow/config.mk WORK_HOME=/design/flow/orfs finish
==> flow/config.mk <==
export PLATFORM = sky130hd
export DESIGN_NAME = mem
export DESIGN_NICKNAME = mem
export VERILOG_FILES = /design/flow/design.v
export SDC_FILE = /design/flow/constraint.sdc
export NUM_CORES = 4
export LEC_CHECK = 1
export CORE_UTILIZATION = 50
==> flow/constraint.sdc <==
current_design mem

set clk_period 2.3
set clk_io_pct 0.2

create_clock -name clk0 -period $clk_period [get_ports {sys_clk}]
create_clock -name clk1 -period $clk_period [get_ports {sys_ctr}]

set non_clock_inputs [all_inputs -no_clocks]
set_input_delay [expr $clk_period * $clk_io_pct] -clock clk0 $non_clock_inputs
set_output_delay [expr $clk_period * $clk_io_pct] -clock clk0 [all_outputs]
==> flow_summary.json <==
{
  "crit_path_end": "sys_data_rd[18]",
  "crit_arrival_ns": 2.87,
  "fillers": 6715,
  "fp.coreArea_sq_um": 91700,
  "r2r_cells": 8,
  "cp_data_required_time_ns": 2.88,
  "power.density_nw_per_um2": 887,
  "vdd_drop_max_v": 0.000654,
  "cts_buffer_depth": 3,
  "fp_util_pct": 50.5,
  "io_buffers": 71,
  "ys_warn_count": 6,
  "crit_family": "buffers and inverters",
  "setup.worst_path.start_class": "input pin",
  "cts_sinks": 1056,
  "yosysChipArea_sq_um": 46300,
  "synth_cell_type_count": 59,
  "wire_per_inst_um": 34.2,
  "hpwl_um": 114000,
  "drt-pass1-iter-count": 7,
  "postLayoutCellArea_sq_um": 56600,
  "synth_seq_share_pct": 57.1,
  "numCtsBuffers": 114,
  "setup_viol": 0,
  "area_growth_pct": 22.3,
  "die_h_um": 306,
  "slowest_stage": "nand4_1",
  "grt_pass1_wl_um": 251000,
  "use_met1_pct": 54.7,
  "place.gp.congestion": 0.973,
  "grt.total_usage_pct": 40.3,
  "ys_cells": 3463,
  "rrSetupSlack_ns": 0.10,
  "synthCells": 3463,
  "syn_area_sq_um": 46300,
  "power.total_w": 0.0502,
  "placed_area_sq_um": 52400,
  "path_cells": "buf_2, buf_4, nand3b_1, buf_4, nor2_4, buf_4, buf_4, a22oi_1, nand4_1, nor3_2, o2bb2ai_1",
  "max_slew_margin_pct": 42.6,
  "critPathBufInv": 5,
  "tool_warnings": 64,
  "startpoint": "sys_data_addr[0]",
  "worstSetupPathType": "in -> reg",
  "min_path_type": "in -> async",
  "root_buffer": "clkbuf_16",
  "crit_path_end_kind": "flop",
  "worst_path_largest_cell_delay_ns": 0.32,
  "syn_avg_cell_area_sq_um": 13.4,
  "post_cts_buffers": 0,
  "maxSlewViolCount": 0,
  "cap_violations": 0,
  "async_flop_share_pct": 100,
  "cp_num_cells": 11,
  "r2r-start": "mod_reg[1][28]",
  "flop_cell": "dfrtp_1",
  "r2r-end": "sys_data_rd[28]",
  "largest_reg_flops": 1024,
  "io_pins": 101,
  "vias_per_cell": 6.43,
  "synth_flops": 1056,
  "antenna_found_initial": 5,
  "crit_fanout": 13,
  "drive_above_1_share_pct": 45.5,
  "drcViolationCount": 0,
  "cts_tree": "yes",
  "grt-busiest-layer": "met2",
  "worst_pin_slew_ns": 0.858,
  "fin_skew_ns": 0.0151,
  "via_count": 32742,
  "grt_pass1_vias": 34178,
  "grt_max_degree": 117,
  "die_x_um": 306,
  "hold_viol_final": 0,
  "outcome": "finished, final reports clean",
  "cpMostUsedCell": "buf_4",
  "totalWireLength_um": 174000,
  "grtUsageMet3_pct": 22.1,
  "die-area_sq_um": 93800,
  "edf_count": 0,
  "grt_overflow": 0,
  "met2_usage_pct": 56.5,
  "p_leak_nw": 26.0,
  "rows": 111,
  "h-tree-depth": 3,
  "ant_nets": 0,
  "drt_iter0_markers": 2339,
  "cts.reportedPaths.clkPinSlew_ns": 0.06
}
[cell usage after synthesis, types with 6 or more instances]
library cell	instances	area share (%)
nor2b_1	7	0.095
a21oi_1	45	0.49
nand2_1	106	0.86
a222oi_1	9	0.19
o2bb2ai_1	8	0.15
and3_1	70	0.95
nand3b_1	7	0.11
nor3_1	26	0.28
a32oi_1	12	0.23
dfrtp_1	1056	57
mux2_1	33	0.80
a2111oi_0	21	0.40
nor2_2	15	0.20
o21ai_0	53	0.57
nor2_1	46	0.37
mux2i_1	9	0.19
a221oi_1	13	0.25
buf_1	7	0.057
nand3_1	41	0.44
nand4_1	60	0.81
buf_2	152	1.6
a22oi_1	350	5.7
a22o_1	24	0.45
mux2_2	996	24
nor3_2	13	0.28
nor4_1	26	0.35
or3_1	23	0.31
and2_1	6	0.081
clkbuf_1	157	1.3
buf_4	13	0.21
[final cells by class]
type                    instances  area [sq um]  area share [%]
multi-input cells            2073         18700            33.1
repair buffers                564          5820            10.3
well taps                    1186          1480            2.62
flip-flops and latches       1056         26400            46.7
clock inverters                60           887            1.57
diodes                          2          5.00         0.00884
clock buffers                 149          3280            5.79
inverters                       4          15.0          0.0265
[per-layer routing]
| metal | routed length, um | part of all wire (%) |
|---|---|---|
| met1 | 66000 | 38 |
| met4 | 8210 | 4.7 |
| met5 | 83 | 0.048 |
| met3 | 24000 | 14 |
| met2 | 76100 | 44 |
[cell families after synthesis]
| group | Yosys count | synth area share (%) |
|---|---|---|
| AOI/OAI and AO/OA | 561 | 8.84 |
| buffers and inverters | 334 | 3.24 |
| DFF | 1056 | 57.1 |
| muxes | 1038 | 25.2 |
| other | 1 | 0.00810 |
| and+or+nand+nor | 473 | 5.62 |
[metrics by stage]
stage                     utilization [%]  worst slack, ns   TNS, ns  hold WS, ns  instances
after floorplan                         -            0.169         0        0.164       3463
after global placement               57.2           -0.754   -198.92        0.386       4882
after detailed placement             57.2           -0.704   -205.02        0.388       4882
after CTS                            61.8          0.00618         0        0.237       5092
after global routing                 61.8         -0.00695  -0.00695        0.256       5092
final                                61.8           0.0152         0        0.258       5094
[timing repair]
action	4_1_cts	5_1_grt
pin swaps	0	2
hold endpoints to repair	66	0
resized	1	6
hold buffers	1	0
endpoints found under the setup margin	1	6
[placed cells by master (no fill, tap or decap), types with 12 or more instances in the layout]
master           count
nor2_1              32
dfrtp_1           1055
a22oi_1            350
clkdlybuf4s50_1     64
a21oi_1             45
mux2_2             996
nand4_1             60
nor4_1              25
clkinv_2            29
buf_4              379
a2111oi_0           18
nor3_4              13
a32oi_1             12
mux2_1              33
and3_1              69
nor2_4              24
clkbuf_16          116
buf_12             114
a22o_1              24
clkbuf_8            25
a221oi_1            13
bufinv_16           21
nor3_1              21
o21ai_0             53
or3_1               23
nand2_1             98
nand3_1             33
[where the power goes]
| part | internal, W | switching (W) |
|---|---|---|
| clock network | 0.0123 | 0.00770 |
| logic | 0.00350 | 0.00270 |
| registers | 0.0221 | 0.00184 |
| total | 0.0380 | 0.0122 |
[worst min path at each step]
| stage | cells after the start | end | start | slack [ns] |
|---|---|---|---|---|
| 4_1_cts | 2 | mod_reg[0][3] | sys_rst | 0.24 |
| 6_report | 2 | mod_reg[0][3] | sys_rst | 0.26 |
| 5_1_grt | 2 | mod_reg[0][3] | sys_rst | 0.26 |
Power is estimated from default activity; no workload was simulated.
